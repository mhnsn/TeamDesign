File: ./config.mk
export PLATFORM = sky130hd
export DESIGN_NAME = TeamDesign
export DESIGN_NICKNAME = TeamDesign
export VERILOG_FILES = /design/flow/design.v
export SDC_FILE = /design/flow/constraint.sdc
export NUM_CORES = 4
export LEC_CHECK = 1
export CORE_UTILIZATION = 50
File: ./constraint.sdc
current_design TeamDesign

set clk_period 14.5
set clk_io_pct 0.2

create_clock -name clk0 -period $clk_period [get_ports {ck}]

set non_clock_inputs [all_inputs -no_clocks]
set_input_delay [expr $clk_period * $clk_io_pct] -clock clk0 $non_clock_inputs
set_output_delay [expr $clk_period * $clk_io_pct] -clock clk0 [all_outputs]
File: ./design.v
module TeamDesign(
output g1,	 
output y1,	 
output r1,	 
output g2,	 
output y2,	 
output r2,	 
 input ld1,	 
 input ld2,	 
 input en1,	 
 input en2,	 
 input ck	 
);
	reg [1:0] whichLight; 					 
	reg [31:0] t1;								 
	reg [31:0] t2;								 
	reg [1:0] l1;								 
	reg [1:0] l2;								 
	always @(posedge ck)
	begin
		if (whichLight == 0) 				 
		begin
			l1 = 1;	 							 
			l2 = 3;								 
			t1 = t1 - 1;						 
			if (t1 == 0)						 
			begin
				t2 = ld2;						 
				whichLight = whichLight+1;	 
			end
		end
		if (whichLight == 1)				 	 
		begin
			l1 = 2;								 
			l2 = 3;								 
			t2 = t2 - 1;						 
			if (t1 == 0)						 
			begin
				t1 = ld1;						 
				whichLight = whichLight+1;	 
			end	
		end
		if (whichLight == 2)					 
		begin
			l1 = 3;	 							 
			l2 = 1;								 
			t1 = t1 - 1;						 
			if (t1 == 0)						 
			begin
				t2 = ld2;						 
				whichLight = whichLight+1;	 
			end	
		end
		if (whichLight == 3)					 
		begin
			l1 = 3;								 
			l2 = 2;								 
			t2 = t2 - 1;						 
			if (t1 == 0)						 
			begin	
				t1 = ld1;						 
				whichLight = 0;				 
			end	
		end
	end											 
	assign g1 = (l1 == 1);					 
	assign y1 = (l1 == 2);
	assign r1 = (l1 == 3);
	assign g2 = (l2 == 1);
	assign y2 = (l2 == 2);
	assign r2 = (l2 == 3);
endmodule 
File: ./run.sh
#!/bin/bash
# OpenROAD 26Q1-2900-gdf79404cd8, Yosys 0.63+post, stock flow scripts
make -C /OpenROAD-flow-scripts/flow DESIGN_CONFIG=/design/flow/config.mk WORK_HOME=/design/flow/orfs finish
==> datasheet_impl.txt <==
Table: implementation figures

Parameter                              Value

Status
  Result of the run .................. complete, no violations

Place
  Routability congestion estimate from global placement .................. about 0.95
  Detailed Place HPWL .................. 8300 um
  Total placed cells including tap cells .................. 538
  PortBufs .................. 7

STA
  Final hold vios .................. 0
  Portion of the clock cycle consumed by the worst path in the final layout .................. between 50% and 60%
  Setup TNS .................. 0 ns
  Highest clock rate .................. 0.1375 GHz
  Final critical-path required period .................. between 7 and 8 ns
  Slew at the pin closest to its max-slew limit .................. 0.8143 ns
  Max-slew headroom at the worst pin .................. 44.95%
  Final setup violation count .................. 0
  Skew final .................. 0.009090 ns
  RSZ-0062 raised after global routing .................. no
  Number of max-slew violations in the final report .................. 0

Die
  Fp_density .................. a little over half
  FP Rows .................. 30
  Horizontal die size .................. 86.84 um
  Number of ports placed on the die boundary .................. 11
  Die boundary height .................. 86.84 um
  Area of the die .................. 7540 um2
  Core outline area .................. 6869 um2

Clock network
  CTS buffer count .................. 5
  Clock transition time at the flip-flop clock pins of the worst setup and hold paths .................. ~0.08 ns
  Cell at the root of the clock tree .................. sky130_fd_sc_hd__clkbuf_8
  Number of clock sinks seen by CTS .................. 40
  Resized Gates After CTS .................. 0
  Clock latency on the worst-skew pair .................. 0.30 ns
  CTS tree .................. yes
  CTS hold repair buffers .................. 0
  Post-CTS setup-driven buffer insertion count .................. 0
  Clk buf depth .................. 2
  CTS H-Tree Depth .................. 2

Global routing
  Wire length of the first global-routing pass .................. 16530 um
  Vias in the first global route .................. 3026
  Number of antenna violations at the first check in global routing .................. 0
  Maximum number of pins on one net before global-route repair .................. 18
  Overall track demand over capacity in global routing .................. 29.88%
  Overflow after GRT .................. 0

Power and ir drop
  NetSw .................. 0.00004138 W
  Power Total .................. 0.0001842 W
  Share of total power in combinational logic .................. 0.2%
  Power density over the cells .................. 48.78 nW/um2
  Fraction of power spent switching nets .................. 22.47%
  Largest vdd supply drop .................. 0.03549 mV
  Sequential Power Share .................. 59.6%
  Internal power .................. 0.0001428 W
  Clock share of power .................. 40.2%
  Total leakage power .................. 1.130 nW

Route
  Wirelength per Cell .................. 19.19 um
  Remaining antenna violation count after routing .................. 0
  Final wirelength .................. 10460 um
  DR vias .................. between 3000 and 4000
  Router iterations before antenna repair .................. 5
  Highest metal layer with signal wires .................. met4
  Violation count after the first detailed-routing iteration .................. 246
  DR DRC count .................. 0
  Total met2 wirelength after detailed routing .................. 4299 um
  Number of diodes added for antenna fixing .................. 0
  Total length of routed met3 wires .................. just over 800 um
  M1 WL .................. 5013 um
  Average vias per placed instance .................. 6.299

Setup path
  Classification of the worst setup path .................. flop to flop
  Worst reg2reg endpoint .................. t1[0]
  Worst EP required .................. roughly 15 ns
  Critical Path Source .................. t1[11]
  Largest fanout of any net on the critical path .................. 15
  Crit. End Element .................. flop
  End point of the critical path .................. t1[0]
  Worst Reg-to-Reg Cells .................. 21
  Critical path startpoint category .................. flop
  CP max stage delay .................. approximately 0.7 ns
  Library cell contributing the largest single delay on the critical path .................. sky130_fd_sc_hd__or4_1
  Worst R2R Start .................. t1[11]
  CP arrival .................. 7.48 ns
  Ordered cell list for the critical path .................. or4_1 > or4_4 > nor4_1 > xnor2_1 > nand4_1 > or4_1 > xnor2_1 > inv_1 > ha_1 > nand4_1 > mux2i_1 > ha_1 > and3_1 > and2_0 > nand3_1 > nor4_2 > xnor2_1 > nor4_2 > nand4_1 > or3_4 > o31ai_2
  Minimum setup slack among reg-to-reg paths .................. 7.23 ns

Run
  Tool warnings .................. 31
  Total of max-cap violations .................. 0

Synth
  Number of cells in the yosys synthesis report .................. 452
  Cell count after synthesis .................. 452
  Top cells by area in the synthesized netlist .................. sky130_fd_sc_hd__dfxtp_1 (22%), sky130_fd_sc_hd__xnor2_1 (9.5%), sky130_fd_sc_hd__xor2_1 (7.3%)
  Sequential area share after synthesis .................. 22.25%
  Synthesized area per cell .................. 7.961 um2
  Top cell type's share of synthesized area .................. 22.25%
  Unique masters post-synth .................. 68
  Yosys Chip Area .................. about 3600 um2
  Warning count from the yosys run .................. 1
  Flip-flops with a built-in enable .................. 0
  Dominant flop cell .................. sky130_fd_sc_hd__dfxtp_1
  Cell with the most instances after synthesis .................. sky130_fd_sc_hd__dfxtp_1
  Post-Synthesis Cell Area .................. ~3600 um2
  Leading cell types by count after synthesis .................. sky130_fd_sc_hd__dfxtp_1 (40), sky130_fd_sc_hd__xnor2_1 (39), sky130_fd_sc_hd__nand2_1 (34), sky130_fd_sc_hd__nor2_1 (30), sky130_fd_sc_hd__xor2_1 (30)
  Async set-or-reset flop fraction in the synthesized netlist .................. 0%
  #FFs+latches synth .................. 40
  Library cell occupying the most area in the post-synthesis netlist .................. sky130_fd_sc_hd__dfxtp_1

Layout
  Number of inserted filler cells in the final layout .................. 656
  Core utilization of the finished layout .................. a little over half
  Number of standard cells in the final layout excluding fillers .................. 545
  Area grow syn2layout .................. 4.937%
  Layout cells sized above 1 .................. 7.795%

Worst hold path
  Worst hold path stage count .................. 1
  Tightest Hold Check Type .................. flop to flop
[registers in the layout (all words and copies together), names as in the netlist]
| signal | flops |
|---|---|
| l1 | 3 |
| l2 | 3 |
| whichLight | 2 |
| t1 | 32 |
[layer usage]
metal  vias up  GRT usage, %
met5         -             0
met4         0         6.818
met3        26         6.667
met2       137         42.23
met1      1585         47.00
li1       1685             -
[per-stage QoR]
stage                     cell area (um2)  setup WS, ns  hold slack [ns]
after global routing                 3776         6.852           0.4944
after detailed placement             3699         7.387           0.4605
after floorplan                      3598         8.378           0.4175
after global placement               3699         7.314           0.4535
after CTS                            3776         7.336           0.4793
final                                3776         7.228           0.4748
[layout make-up]
type / count / area, um2 / area share (%)
clock buffers: 6 / 72.57 / 1.922
inverters: 13 / 48.80 / 1.292
flip-flops and latches: 40 / 800.8 / 21.21
well taps: 96 / 120.1 / 3.181
multi-input cells: 376 / 2614 / 69.22
clock inverters: 1 / 5.005 / 0.1325
repair buffers: 13 / 115.1 / 3.048
[worst min path at each step]
stage | startpoint | to
after CTS | l1[0] | l1[0]
after global routing | l1[2] | l1[2]
final | l1[2] | l1[2]
[cell usage in the layout, fill, tap and decap left out, types with 6 or more instances in the layout]
master and n:
sky130_fd_sc_hd__and2_1 13, sky130_fd_sc_hd__and3_1 10, sky130_fd_sc_hd__buf_4 6, sky130_fd_sc_hd__clkdlybuf4s50_1 7, sky130_fd_sc_hd__dfxtp_1 40, sky130_fd_sc_hd__ha_1 8
sky130_fd_sc_hd__inv_1 12, sky130_fd_sc_hd__nand2_1 34, sky130_fd_sc_hd__nand3_1 21, sky130_fd_sc_hd__nand4_1 25, sky130_fd_sc_hd__nor2_1 30, sky130_fd_sc_hd__nor3_1 18
sky130_fd_sc_hd__nor4_1 25, sky130_fd_sc_hd__nor4b_1 6, sky130_fd_sc_hd__o21ai_0 8, sky130_fd_sc_hd__or3_1 12, sky130_fd_sc_hd__or4_1 14, sky130_fd_sc_hd__xnor2_1 39
sky130_fd_sc_hd__xor2_1 30
[power by group through the flow]
| stage | Clock [W] | Sequential, W | Combinational [W] |
|---|---|---|---|
| 4_1_cts | 0.0000746 | 0.000110 | 0.000000418 |
| 6_report | 0.0000741 | 0.000110 | 0.000000431 |
| 5_1_grt | 0.0000806 | 0.000110 | 0.000000441 |
[cells by family after synthesis]
| family | Yosys count | synth area share [%] |
|---|---|---|
| AOI/OAI and AO/OA | 44 | 9.250 |
| muxes | 5 | 1.495 |
| DFF | 40 | 22.25 |
| buffers and inverters | 36 | 5.111 |
| xor gates and xnor gates | 69 | 16.79 |
| and+or+nand+nor | 250 | 42.32 |
| adders and majority gates | 8 | 2.782 |
[critical path, delay by kind of cell, from the launching register on]
family / cells / cell delay (ns)
adders and majority gates: 2 / 0.80
muxes: 1 / 0.30
DFF: 1 / 0.39
and+or+nand+nor: 13 / 4.66
xor gates and xnor gates: 3 / 0.71
buffers and inverters: 1 / 0.08
AOI/OAI and AO/OA: 1 / 0.21
Power and IR drop assume default switching activity.
